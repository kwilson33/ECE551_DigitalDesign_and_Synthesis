[/design/flow/design.v]
module A2D_intf(clk,rst_n, nxt, lft_ld, rght_ld, batt, SS_n_A2D, SCLK_A2D, MOSI_A2D, MISO_A2D);
	localparam CHAN0 = 3'b000;
	localparam CHAN4 = 3'b100;
	localparam CHAN5 = 3'b101;
	input clk, rst_n; 				 
	output logic [11:0] lft_ld;    	 
	output logic [11:0] rght_ld;     
	output logic [11:0] batt;    	 
	input nxt;						 
	input logic MISO_A2D; 				 
	output logic SS_n_A2D;				 
	output logic SCLK_A2D;				 
	output logic MOSI_A2D;				 
	logic [15:0] rd_data;			 
	logic [15:0] cmd;				 
	logic wrt;						 
	logic done;						 
	logic en_0, en_4, en_5; 		 
	logic [2:0] channel ;			 
	logic [1:0] round_robin_cnt ;	 
	logic update;					 
	SPI_mstr16 SPI_Interface(.clk(clk), .rst_n(rst_n), .rd_data(rd_data), .SS_n(SS_n_A2D), .SCLK(SCLK_A2D), 
							 .MOSI(MOSI_A2D), .MISO(MISO_A2D), .wrt(wrt), .cmd(cmd), .done(done));
		always_comb begin
			case (round_robin_cnt) 
				2'b00 : channel = CHAN0;
				2'b01 : channel = CHAN4;
				2'b10 : channel = CHAN5;
				default : channel = CHAN0;
			endcase
		end
		always_ff @(posedge clk) begin
			if (update) begin
				if (round_robin_cnt == 2'b10) round_robin_cnt <= 2'b00;		 
				else round_robin_cnt <= round_robin_cnt + 1;
			end 
		end
		always_ff @(posedge clk) begin
			if (en_0) lft_ld <= rd_data[11:0];	
		end
		always_ff @(posedge clk) begin
			if (en_4) rght_ld <= rd_data[11:0];	
		end
		always_ff @(posedge clk) begin
			if (en_5) batt <= rd_data[11:0];	
		end
		assign cmd = {2'b00, channel[2:0], 11'h000}; 		 
		assign en_0 = (update) && (channel == 3'b000);		 
		assign en_4 = (update) && (channel == 3'b100);
		assign en_5 = (update) && (channel == 3'b101);
	typedef enum reg [1:0]{IDLE,SPI_1,WAIT,SPI_2} state_t;
	state_t state,nxt_state;
	always_ff @(posedge clk,negedge rst_n) begin
		if (!rst_n) state <= IDLE;
		else state <= nxt_state;
	end
	always_comb begin
		nxt_state = IDLE;
		wrt = 0;							 
		update = 0;							 
		case(state)
			IDLE: begin				 		 
				if (nxt) begin
					wrt = 1;
					nxt_state = SPI_1;
				end
			end
			SPI_1: begin					 
				if (done) nxt_state = WAIT;
				else nxt_state = SPI_1;
			end
			WAIT: begin			
				nxt_state = SPI_2;
			end
			SPI_2: begin
				wrt = 1;			 
				if (done) begin
					update = 1;
					nxt_state = IDLE;		 
				end
				else nxt_state = SPI_2;
			end
			default : nxt_state = IDLE;
		endcase
	end
endmodule
module SPI_mstr16(done, rd_data, SS_n, SCLK, MOSI, MISO, wrt, clk, rst_n, cmd);
	input clk, rst_n; 							 
	input wrt;								 
	input MISO;								 
	input [15:0] cmd; 							 
	output logic [15:0] rd_data;						 
	output logic SS_n; 							 
	output logic SCLK;						   	 
	output logic MOSI,  done;						 
	logic rst_cnt;								 
	logic init;									 
	logic set_done;								 
	reg [4:0] sclk_div;							 
	logic smpl; 				 				 
	logic shft; 								 
	reg MISO_smpl;								 
	reg [15:0] shft_reg; 							 
	reg [4:0] shft_cnt; 							 
	assign SCLK = sclk_div[4]; 						 
	assign rd_data = shft_reg;						 
	assign MOSI = shft_reg[15]; 						 
	always @(posedge clk) begin
		if (rst_cnt) sclk_div <= 5'b10111;
		else sclk_div <= sclk_div  + 1;
	end
	always @(posedge clk) begin
		if (rst_cnt)  shft_cnt <= 0;				
		else if (shft) shft_cnt <= shft_cnt  + 1;
	end
	always @(posedge clk) begin
		if (smpl) MISO_smpl <= MISO;
	end
	always @(posedge clk) begin
		if (init) shft_reg <= cmd; 				 
		else if (shft) shft_reg <= {shft_reg[14:0], MISO_smpl};  
	end
	always @(posedge clk, negedge rst_n) begin
		if (!rst_n) done <= 0;										
		else if (init) done <= 0;						 
		else if (set_done) done <= 1; 							
	end
	always @(posedge clk, negedge rst_n) begin
		if (!rst_n) SS_n <= 1;										
		else if (init) SS_n <= 0;						 
		else if (set_done) SS_n <= 1; 							
	end
	typedef enum reg[1:0] {IDLE, SAMPLE_WAIT, SHIFT_WAIT, FINAL} state_t;
	state_t state, nxt_state;
	always_ff @(posedge clk, negedge rst_n) begin
		if (!rst_n) state <= IDLE;
		else state <= nxt_state;
	end
	always_comb begin
		nxt_state = IDLE;
		rst_cnt = 0; 
		set_done = 0;								 
		init = 0;
		smpl = 0;
		shft = 0;
		case (state)
			IDLE: begin
				rst_cnt = 1; 						 
				if (wrt) begin
					init = 1;					 
					nxt_state = SAMPLE_WAIT;
				end
			end
			SAMPLE_WAIT: begin 						 
				if (&sclk_div[3:0]) begin 				 
					smpl = 1;					 
					if (&shft_cnt[3:0]) begin 			 
						nxt_state = FINAL;															
					end
					else nxt_state = SHIFT_WAIT;			 
				end 
				else nxt_state = SAMPLE_WAIT;				 
			end
			SHIFT_WAIT: begin						 
				if(&sclk_div) begin					 
					shft = 1;					 
					nxt_state = SAMPLE_WAIT;
				end
				 else begin
					nxt_state = SHIFT_WAIT;
				end
			end 
			FINAL: begin
				if (&sclk_div) begin 					 
					nxt_state = IDLE;
					rst_cnt = 1;					 
					set_done = 1;					 
					shft = 1;
				end
				else begin
					nxt_state = FINAL;
				end
			end
		default: nxt_state = IDLE;
		endcase
	end
endmodule
[/design/flow/run.sh]
#!/bin/bash
# OpenROAD 26Q1-2900-gdf79404cd8, Yosys 0.63+post, stock flow scripts
make -C /OpenROAD-flow-scripts/flow DESIGN_CONFIG=/design/flow/config.mk WORK_HOME=/design/flow/orfs finish
[/design/flow/config.mk]
export PLATFORM = sky130hd
export DESIGN_NAME = A2D_intf
export DESIGN_NICKNAME = A2D_intf
export VERILOG_FILES = /design/flow/design.v
export SDC_FILE = /design/flow/constraint.sdc
export NUM_CORES = 4
export LEC_CHECK = 1
export CORE_UTILIZATION = 50
[/design/flow/constraint.sdc]
current_design A2D_intf

set clk_period 3.3
set clk_io_pct 0.2

create_clock -name clk0 -period $clk_period [get_ports {clk}]

set non_clock_inputs [all_inputs -no_clocks]
set_input_delay [expr $clk_period * $clk_io_pct] -clock clk0 $non_clock_inputs
set_output_delay [expr $clk_period * $clk_io_pct] -clock clk0 [all_outputs]
==> changes_impl.md <==
## Implementation

* Status: finished, final reports clean
* Per-cell via count in the routed design at between 4 and 5
* Ys flops at between 70 and 80
* Clock skew at 0.005601 ns
* Sum of internal, switching and leakage power at 1.648 mW
* Layout cell share with drive strength beyond 1 at 0.07287
* Core utilization before placement at 0.5175
* Number of clock sinks at roughly 74
* Critical setup path kind: flip-flop to flip-flop
* Hold Path Cell Cnt at 1
* Post-detailed-route DRC marker count at 0
* Synthesized instance count at 195
* Worst reg2reg path depth at 6
* DRT Pass-1 Iters at 5
* Reg-to-reg slack, setup at approximately 1.2 ns
* Floorplan row count at 26
* # diodes at 0
* Area share of and-or/or-and cells after synthesis at 0.08147
* Internal power at between 1 and 1.5 mW
* Clock transition at path regs at about 0.060 ns
* RSZ-0062 raised after global routing: no
* Routed wire length at between 4 and 5 mm
* CP required at ~3.6 ns
* Max Root-Sink Buffers at 2
* Worst skew pair latency at between 0.3 and 0.4 ns
* HPWL Detailed at between 2 and 3 mm
* XOR/XNOR share of the synthesized area at 0.01334
* Crit share post-route at 0.6441
* Max-cap viol count at 0
* Clk network pwr share at 0.378
* Via count at 1574
* Violation count after the first detailed-routing iteration at roughly 67
* Worst slew margin relative to its limit at 0.5397
* Relative contribution of combinational cells to total power at 0.022
* Post-Route Setup TNS at 0 ns
* Grt total ovfl at 0
* TritonCTS clock tree: built
* Synthesized-area fraction occupied by and/or/nand/nor cells at 0.1010
* Total routing resource utilization after global routing at 0.1706
* Min-Delay Path Class: flip-flop to flip-flop
* Ys cells at between 150 and 200
* Detail-routed net length per standard cell at 12.92 um
* Critical Path End Type: flip-flop
* Max rail drop VDD at 0.3165 mV
* Crit path max fanout at 17
* Antenna violations before repair at 0
* TritonCTS Buffers at 9
* Number of warnings printed during yosys synthesis at 2
* Pins over their slew limit at 0
* Largest family of logic cells by area: simple AND/OR/NAND/NOR gates
* Count of distinct cell types in the synthesized netlist at 33
* Layout Area Growth over Synthesis at 24.58%
* Flip-flop count of the largest register after layout at 16
* Die x size at 74.48 um
* Buffer type at the clock tree root: sky130_fd_sc_hd__clkbuf_8
* Post-synthesis cell area at 2626 um^2
* Portion of total power attributed to sequential cells at 0.600
* Maximum number of pins on one net before global-route repair at 18
* I/O pin count at between 40 and 50
* Final Wtd Congestion at approximately 0.85
* CP Launch Type: flip-flop
* Core Box Area at between 5000 and 6000 um^2
* Final setup fails at 0
* Net switching power at about 0.30 mW
* Clock period minus worst slack at roughly 2.1 ns
* Overall chip area at between 5000 and 6000 um^2
* Area figure in the yosys stat output at about 2600 um^2
* Maximum clock rate at between 400 and 500 MHz
* Number of hold-repair buffers added at the cts stage at 0
* Tightest hold margin at 0.4146 ns
* CTS H-Tree Depth at 3
* Total tool warning count at 28
* Setup Buffers After CTS at 0
* Power density normalized to cell area at 503.8 nW/um^2
* Post-Syn Area per Cell at between 10 and 15 um^2
* Leakage Power at 1.234 nW
* Switching fraction of total power at 0.1842
* Synth Area in Adders at 0.02859
* Worst slew pin tran at between 0.6 and 0.7 ns
* Buffers added on ports at around 42
* Number of global-route vias before repair at ~1500
* Sequential cell area fraction in the yosys report at 0.7446
* Gates resized, CTS repair at 0
* Portion of netlist area occupied by mux cells at 0
* Count of nets left with antenna violations after detail routing at 0
* Vertical die size at 74.48 um
* First-pass GRT wire length at 6.679 mm
* Number of hold violations in the final report at 0
* Critical Path AT at roughly 2.4 ns
[power groups by stage]
| stage | Sequential, mW | Combinational [mW] | Clock [mW] |
|---|---|---|---|
| after global routing | 0.990 | 0.0410 | 0.681 |
| final | 0.990 | 0.0364 | 0.622 |
| after CTS | 0.989 | 0.0370 | 0.638 |
[metal layers]
metal	routed length [um]	track usage	vias to the layer above
li1	-	-	776
met1	1859	0.2685	745
met2	1956	0.2613	47
met3	235	0.04945	6
met4	46	0.02935	0
met5	0	0	-
[logic make-up after synthesis]
kind of cell,after synthesis
DFF,74
and+or+nand+nor,61
xor gates and xnor gates,4
buffers and inverters,16
AOI/OAI and AO/OA,34
adders and majority gates,6
[cells in the final DEF, fill, tap and decap left out, types with 3 or more instances in the layout]
master                            Yosys  final
sky130_fd_sc_hd__dfrtp_1              7      7
sky130_fd_sc_hd__nand3_1              3      3
sky130_fd_sc_hd__clkdlybuf4s50_1      0     42
sky130_fd_sc_hd__nor2_1              11     11
sky130_fd_sc_hd__a21oi_1             17     17
sky130_fd_sc_hd__clkbuf_8             0      9
sky130_fd_sc_hd__o21ai_0              4      4
sky130_fd_sc_hd__inv_1                9      9
sky130_fd_sc_hd__clkbuf_1             1      3
sky130_fd_sc_hd__dfxtp_1             22     22
sky130_fd_sc_hd__a22o_1               4      4
sky130_fd_sc_hd__ha_1                 6      6
sky130_fd_sc_hd__and3_1               4      4
sky130_fd_sc_hd__nand2_1             34     34
sky130_fd_sc_hd__edfxtp_1            42     42
sky130_fd_sc_hd__dfstp_2              3      3
[worst max-delay path, cell delays in order, from the launching register on]
cell and delay (ns):
sky130_fd_sc_hd__dfxtp_1 0.36, sky130_fd_sc_hd__ha_1 0.21, sky130_fd_sc_hd__and3_1 0.28, sky130_fd_sc_hd__ha_1 0.37
sky130_fd_sc_hd__o21ai_2 0.28, sky130_fd_sc_hd__or3_1 0.42, sky130_fd_sc_hd__a21oi_1 0.14
[cells in the mapped netlist]
master / number / area (um^2)
sky130_fd_sc_hd__a22o_1: 4 / 35.03
sky130_fd_sc_hd__edfxtp_1: 42 / 1261
sky130_fd_sc_hd__nor2_1: 11 / 41.29
sky130_fd_sc_hd__o221ai_1: 1 / 8.760
sky130_fd_sc_hd__nand2b_1: 2 / 12.51
sky130_fd_sc_hd__a32o_1: 1 / 10.01
sky130_fd_sc_hd__a21oi_1: 17 / 85.08
sky130_fd_sc_hd__o21a_1: 1 / 7.510
sky130_fd_sc_hd__dfxtp_1: 22 / 440.4
sky130_fd_sc_hd__xnor2_1: 2 / 17.52
sky130_fd_sc_hd__buf_4: 3 / 22.52
sky130_fd_sc_hd__inv_1: 9 / 33.78
sky130_fd_sc_hd__a31oi_1: 1 / 6.260
sky130_fd_sc_hd__o211ai_1: 1 / 7.510
sky130_fd_sc_hd__nand2_1: 34 / 127.6
sky130_fd_sc_hd__a21o_1: 1 / 7.510
sky130_fd_sc_hd__clkbuf_1: 1 / 3.750
sky130_fd_sc_hd__nor3_1: 1 / 5.000
sky130_fd_sc_hd__nor3b_1: 1 / 7.510
sky130_fd_sc_hd__ha_1: 6 / 75.07
sky130_fd_sc_hd__dfrtp_1: 7 / 175.2
sky130_fd_sc_hd__buf_2: 2 / 10.01
sky130_fd_sc_hd__xor2_1: 2 / 17.52
sky130_fd_sc_hd__and3_1: 4 / 25.02
sky130_fd_sc_hd__o21a_2: 1 / 8.760
sky130_fd_sc_hd__o21ai_0: 4 / 20.02
sky130_fd_sc_hd__o21ai_2: 2 / 17.52
sky130_fd_sc_hd__and2_1: 2 / 12.51
sky130_fd_sc_hd__or3_1: 2 / 12.51
sky130_fd_sc_hd__buf_6: 1 / 11.26
sky130_fd_sc_hd__dfstp_2: 3 / 78.83
sky130_fd_sc_hd__nand3_1: 3 / 15.01
sky130_fd_sc_hd__nand4_1: 1 / 6.260
[area by class of cell]
type,instances,area [um^2]
timing repair buffer,43,427.9
clock inverter,4,42.54
multi-input combinational,105,589.3
tap,70,87.58
fill,385,1803
inverter,9,33.78
clock buffer,12,135.1
sequential,74,1956
[stage by stage]
stage / instance area, um^2 / setup slack [ns] / instances / util
after floorplan: 2626 / 1.381 / 195 / -
after global placement: 3094 / 1.023 / 301 / 0.6097
after detailed placement: 3094 / 0.9603 / 301 / 0.6097
after CTS: 3272 / 1.205 / 317 / 0.6447
after global routing: 3272 / 1.037 / 317 / 0.6447
final: 3272 / 1.175 / 317 / 0.6447
[path summary, 6_finish.rpt]
path,start,endpoint
min in group asynchronous,rst_n,state[1]
min reg2reg,SPI_Interface.sclk_div[0],SPI_Interface.sclk_div[0]
max in group asynchronous,rst_n,SPI_Interface.state[0]
min,SPI_Interface.sclk_div[0],SPI_Interface.sclk_div[0]
max,SPI_Interface.sclk_div[0],SPI_Interface.shft_cnt[3]
max reg2reg,SPI_Interface.sclk_div[0],SPI_Interface.shft_cnt[3]
Power is estimated from default activity; no workload was simulated.
