<file path="flow/design.v">
module Auth_blk_DE0(clk,RST_n,PB,auth,rider_off,LED);
  input clk;		 
  input RST_n;		 
  input PB;			 
  input auth;		 
  input rider_off;	 
  output [7:0] LED;	 
  wire pwr_up;		 
  wire [7:0] tx_data;
  wire rst_n;		 
  assign tx_data = (auth) ? 8'h67 : 8'h73;
  assign LED = {auth,rider_off,5'b00000,pwr_up};
  Auth_blk iDUT(.clk(clk),.rst_n(rst_n),.RX(RX),.rider_off(rider_off),.pwr_up(pwr_up));
  PB_release iPB(.clk(clk),.rst_n(rst_n),.PB(PB),.released(trmt));
  rst_synch iRST(.clk(clk),.RST_n(RST_n),.rst_n(rst_n));
  UART_tx iTX(.clk(clk), .rst_n(rst_n), .TX(RX), .trmt(trmt), .tx_data(tx_data),
              .tx_done(tx_done));
endmodule
module PB_release(released, clk, PB, rst_n);
	input clk, PB, rst_n;
	output released;
	reg pre1, pre2, pre3;
	always @(posedge clk, negedge rst_n) begin
		if (!rst_n) begin
			pre1 <= 1;
			pre2 <= 1;
			pre3 <= 1;
		end
		else begin
			pre1 <= PB;
			pre2 <= pre1;
			pre3 <= pre2;
		end
	end
	assign released = ((~pre3) & pre2);  
endmodule
module Auth_blk(clk, rst_n, rider_off, pwr_up, RX);
	input clk, rst_n;
	input logic RX, rider_off;
	output logic pwr_up;
	logic [7:0] rx_data;
	logic clr_rx_rdy, rx_rdy;
	localparam go = 8'h67; 				 
	localparam stop = 8'h73; 			 
	UART_rcv receiver(.clk(clk), .rst_n(rst_n), .RX(RX), .clr_rdy(clr_rx_rdy), .rdy(rx_rdy), .rx_data(rx_data));
	typedef enum reg [1:0] {OFF, PWR1, PWR2} state_t;
	state_t state, nxt_state;
	always_ff @(posedge clk, negedge rst_n) begin
		if(!rst_n) state <= OFF;
		else state <= nxt_state;
	end
	always_comb begin
		nxt_state = OFF;
		pwr_up = 0; clr_rx_rdy = 0; 									 
		case (state)
			OFF: begin 													 
				if ((rx_data == go) && (rx_rdy)) begin
					clr_rx_rdy = 1;										 
					nxt_state = PWR1;																					
				end
			end
			PWR1: begin
				pwr_up = 1; 											 
				if((rx_data == stop) && (rx_rdy)) begin					 
					if (rider_off) nxt_state = OFF;						 
					else begin
						clr_rx_rdy = 1;	
						nxt_state = PWR2;								 
					end
				end 
				else nxt_state = PWR1;									 
			end
			PWR2: begin
				pwr_up = 1;												 
				if ((rx_data == go) && (rx_rdy)) begin
					clr_rx_rdy = 1;
					nxt_state = PWR1;
				end
				else if (rider_off) nxt_state = OFF;
				else nxt_state = PWR2;
			end
			default: nxt_state = OFF;
		endcase
	end
endmodule
module UART_rcv(clk,rst_n,RX,rdy,rx_data,clr_rdy);
input clk,rst_n;			 
input RX;					 
input clr_rdy;			 
output rdy;				 
output [7:0] rx_data;		 
typedef enum reg {IDLE, RX_STATE} state_t;
state_t state, nxt_state;
reg [8:0] shift_reg;		 
reg [3:0] bit_cnt;			 
reg [11:0] baud_cnt;			 
reg rdy;					 
reg rx_ff1, rx_ff2;			 
logic start, set_rdy, receiving;		 
wire shift;
always_ff @(posedge clk or negedge rst_n)
  if (!rst_n)
    state <= IDLE;
  else
    state <= nxt_state;
always_ff @(posedge clk or negedge rst_n)
  if (!rst_n)
    bit_cnt <= 4'b0000;
  else if (start)
    bit_cnt <= 4'b0000;
  else if (shift)
    bit_cnt <= bit_cnt+1;
always_ff @(posedge clk or negedge rst_n)
  if (!rst_n)
    baud_cnt <= 1302;			 
  else if (start)
    baud_cnt <= 1302;			 
  else if (shift)
    baud_cnt <= 2604;			 
  else if (receiving)
    baud_cnt <= baud_cnt-1;		 
always_ff @(posedge clk)
  if (shift)
    shift_reg <= {rx_ff2,shift_reg[8:1]};    
always @(posedge clk or negedge rst_n)
  if (!rst_n)
    rdy <= 1'b0;
  else if (start || clr_rdy)
    rdy <= 1'b0;			 
  else if (set_rdy)
    rdy <= 1'b1;
always_ff @(posedge clk or negedge rst_n)
  if (!rst_n)
    begin
      rx_ff1 <= 1'b1;			 
      rx_ff2 <= 1'b1;
    end
  else
    begin
      rx_ff1 <= RX;
      rx_ff2 <= rx_ff1;
    end
always_comb
  begin
    start         = 0;
    set_rdy    = 0;
    receiving     = 0;
    nxt_state     = IDLE;	 
    case (state)
      IDLE : begin
        if (!rx_ff2)		 
          begin
            nxt_state = RX_STATE;
            start = 1;
          end
        else nxt_state = IDLE;
      end
      default : begin		 
        if (bit_cnt==4'b1010)
          begin
            set_rdy = 1;
            nxt_state = IDLE;
          end
        else
          nxt_state = RX_STATE;
        receiving = 1;
      end
    endcase
  end
assign shift = ~|baud_cnt; 						 
assign rx_data = shift_reg[7:0];				 
endmodule
module UART_tx(clk,rst_n,TX,trmt,tx_data,tx_done);
input clk,rst_n;		 
input trmt;			 
input [7:0] tx_data;	 
output TX, tx_done;		 
reg state,nxt_state;	 
reg [8:0] shift_reg;	 
reg [3:0] bit_cnt;		 
reg [11:0] baud_cnt;		 
reg tx_done;			 
reg load, trnsmttng;		 
wire shift;
localparam IDLE = 1'b0;
localparam TX_STATE = 1'b1;
always @(posedge clk or negedge rst_n)
  if (!rst_n)
    state <= IDLE;
  else
    state <= nxt_state;
always @(posedge clk or negedge rst_n)
  if (!rst_n)
    bit_cnt <= 4'b0000;
  else if (load)
    bit_cnt <= 4'b0000;
  else if (shift)
    bit_cnt <= bit_cnt+1;
always @(posedge clk or negedge rst_n)
  if (!rst_n)
    baud_cnt <= 2604;
  else if (load || shift)
    baud_cnt <= 2604;			 
  else if (trnsmttng)
    baud_cnt <= baud_cnt-1;		 
always @(posedge clk or negedge rst_n)
  if (!rst_n)
    shift_reg <= 9'h1FF;		 
  else if (load)
    shift_reg <= {tx_data,1'b0};	 
  else if (shift)
    shift_reg <= {1'b1,shift_reg[8:1]};	 
always @(posedge clk or negedge rst_n)
  if (!rst_n)
    tx_done <= 1'b0;
  else if (trmt)
    tx_done <= 1'b0;
  else if (bit_cnt==4'b1010)
    tx_done <= 1'b1;
always @(state,trmt,shift,bit_cnt)
  begin
    load         = 0;
    trnsmttng = 0;
    nxt_state    = IDLE;	 
    case (state)
      IDLE : begin
        if (trmt)
          begin
            nxt_state = TX_STATE;
            load = 1;
          end
        else nxt_state = IDLE;
      end
      default : begin		 
        if (bit_cnt==4'b1010)
          nxt_state = IDLE;
        else
          nxt_state = TX_STATE;
        trnsmttng = 1;
      end
    endcase
  end
assign shift = ~|baud_cnt;
assign TX = shift_reg[0];		 
endmodule
module rst_synch(RST_n, clk, rst_n);
	input RST_n, clk;
	output  rst_n;
	reg reg1, rst_n;
	always @(negedge clk, negedge RST_n) begin
		if (!RST_n) begin
			reg1 <= 0;
			rst_n <= 0;
		end
		else begin
			reg1 <= 1'b1;  
			rst_n <= reg1;
		end
	end
endmodule
</file>
<file path="flow/run.sh">
#!/bin/bash
# OpenROAD 26Q1-2900-gdf79404cd8, Yosys 0.63+post, stock flow scripts
make -C /OpenROAD-flow-scripts/flow DESIGN_CONFIG=/design/flow/config.mk WORK_HOME=/design/flow/orfs finish
</file>
<file path="flow/config.mk">
export PLATFORM = sky130hd
export DESIGN_NAME = Auth_blk_DE0
export DESIGN_NICKNAME = Auth_blk_DE0
export VERILOG_FILES = /design/flow/design.v
export SDC_FILE = /design/flow/constraint.sdc
export NUM_CORES = 4
export LEC_CHECK = 1
export CORE_UTILIZATION = 40
</file>
<file path="flow/constraint.sdc">
current_design Auth_blk_DE0

set clk_period 2.0
set clk_io_pct 0.2

create_clock -name clk0 -period $clk_period [get_ports {clk}]

set non_clock_inputs [all_inputs -no_clocks]
set_input_delay [expr $clk_period * $clk_io_pct] -clock clk0 $non_clock_inputs
set_output_delay [expr $clk_period * $clk_io_pct] -clock clk0 [all_outputs]
</file>
==> GITHUB_STEP_SUMMARY <==
### Flow metrics

| Metric | Value |
|---|---|
| Status | completed |
| CTS buffer count | 9 |
| Port bufs | 7 |
| Slew margin rel. | 64.8% |
| CP Launch Type | flop |
| CTS tree | built |
| Total GRT Usage | between 10% and 20% |
| Flops out of synthesis | ~63 |
| Hold-fix buffers at CTS | 0 |
| First-pass GRT wire length | 8840 microns |
| Fin Hold WS | 0.289 ns |
| Actual slew at the worst max-slew pin | 0.525 ns |
| Core Density at Floorplan | around 40% |
| Largest net degree at the start of global routing | 53 |
| Share of cells above drive strength 1 | 27.3% |
| Biggest regs | iDUT.receiver.baud_cnt: 12 flops, iTX.baud_cnt: 12 flops |
| Min cycle time layout | 1.99 ns |
| Die span in y | ~88 microns |
| CTS sink cnt | about 63 |
| DP HPWL | 3530 microns |
| Area delta synth->final | 21.1% |
| Post-Synthesis Cells | approximately 280 |
| Commonest Layout Cell | nand2_1 |
| Drt drc | 0 |
| Crit-path max FO | 7 |
| Global route overflow | 0 |
| GP Congestion | between 0.7 and 0.8 |
| Total of max-cap violations | 0 |
| Routed WL | ~5300 microns |
| Clk_skew | ~0.013 ns |
| Placed cell areas | approximately 3300 sq um |
| Count of pins over their slew limit | 0 |
| RSZ-0062 raised after global routing | true |
| Final hold violation count | 0 |
| # fillers | about 630 |
| Clk latency of the worst-skew pair | between 0.3 and 0.4 ns |
| Leakage power | approximately 1.5 nW |
| Cell Type Count | approximately 57 |
| Bufs on Longest Clock Path | 2 |
| Vias in the first global route | ~1900 |
| DR vias | roughly 2100 |
| Worst IR Drop VDD | roughly 0.94 mV |
| Top Ports | 13 |
| Warnings from Yosys | 8 |
| Post-DRT Antenna Nets | 0 |
| Max Fclk | 0.502 GHz |
| Post-Syn Area | around 3000 sq um |
| Cells in synth_stat.txt | 276 |
| Main synth FF type | dfrtp_1 |
| Seq/Total Area, Yosys | 55.6% |
| Hold WC Path Type | flop to flop |
| Final tally of setup violations | 0 |
| DIE WIDTH | between 80 and 90 microns |
| Post-synth ARST share | 85.7% |
| CTS clk-pin slew, worst paths | 0.07 ns |
| Inserted Diodes | 0 |
| Tool warnings | 31 |
| Final period utilization | 99.7% |
| Row Count | 31 |
| Worst setup path category | flop to flop |
| First DRT Iteration DRCs | between 90 and 100 |
| Initial antenna violation count | 0 |
| Detailed-route wire length per cell | 12.8 microns |
| CP required | roughly 2.3 ns |
| Drt via density | 5.08 |
| Chip area estimate from yosys synthesis | 2970 sq um |
| Dpl ws | -0.00472 ns |
| Worst path arrival time | about 2.3 ns |
| Pwr dens | ~830 nW/um^2 |
| CTS root buf | clkbuf_8 |
| Fin area | ~3600 sq um |
| # H-tree levels | 3 |
| Top cells excl fill/tap | nand2_1 (28), dfrtp_1 (27), buf_4 (26), nor2_1 (25), dfstp_2 (25) |
| Mean Syn Cell Area | 10.8 sq um |
| Core ar. | roughly 7200 sq um |
| Final WS setup | ~0.0062 ns |
| CP endpoint kind | flop |
| Count of library flops with an enable pin | 9 |
| Total die size | between 7000 and 8000 sq um |
| Pre-antenna DRT Iters | 5 |
[metal layers]
layer	wire length, microns	global-route usage (%)
met5	0	0
met4	49	1.61
met3	288	4.68
met2	2450	22.5
met1	2550	23.3
[logic make-up (layout without fill, tap and decap cells)]
group | count (synthesis) | in the layout | synth area share, %
xor gates and xnor gates | 14 | 14 | 4.13
buffers and inverters | 28 | 67 | 4.80
muxes | 10 | 10 | 3.41
adders and majority gates | 7 | 7 | 2.95
other | 2 | 6 | 0.253
and+or+nand+nor | 104 | 104 | 18.3
AOI/OAI and AO/OA | 48 | 48 | 10.5
DFF | 63 | 63 | 55.6
[worst paths after layout]
path	from	to	slack [ns]	cells past startpoint
min in group asynchronous	RST_n	iRST.rst_n$_DFF_NN0_	1.11	1
max in group asynchronous	iRST.rst_n$_DFF_NN0_	iTX.shift_reg[2]$_DFFE_PN1P_	0.39	1
max	iDUT.receiver.baud_cnt[8]$_DFFE_PN1P_	iDUT.receiver.bit_cnt[3]$_DFFE_PN0P_	0.006	4
max reg2reg	iDUT.receiver.baud_cnt[8]$_DFFE_PN1P_	iDUT.receiver.bit_cnt[3]$_DFFE_PN0P_	0.006	4
min reg2reg	iRST.reg1$_DFF_NN0_	iRST.rst_n$_DFF_NN0_	0.29	0
min	iRST.reg1$_DFF_NN0_	iRST.rst_n$_DFF_NN0_	0.29	0
[synthesized netlist by cell type, types with 3 or more instances]
library cell	count	area, sq um
a21oi_1	15	75.1
and3_1	3	18.8
buf_4	8	60.1
clkbuf_1	4	15.0
dfrtp_1	27	676
dfstp_2	25	657
edfxtp_1	9	270
ha_1	7	87.6
inv_1	13	48.8
mux2i_1	9	90.1
nand2_1	28	105
nand2b_1	3	18.8
nand3_1	9	45.0
nand4b_1	3	26.3
nor2_1	25	93.8
nor3_1	4	20.0
nor3b_1	4	30.0
nor4_1	6	37.5
o21ai_0	8	40.0
or3_1	5	31.3
xnor2_1	8	70.1
xor2_1	6	52.6
[per-stage QoR]
| stage | utilization, % | instances | setup TNS (ns) | power (mW) |
|---|---|---|---|---|
| 2_1_floorplan | - | 280 | -26.06 | 1.82 |
| 3_3_place_gp | 45.9 | 398 | 0 | 1.93 |
| 3_5_place_dp | 45.9 | 398 | -0.00472 | 1.93 |
| 4_1_cts | 48.6 | 414 | -0.0131 | 3.03 |
| 5_1_grt | 49.9 | 418 | -0.156 | 3.17 |
| 6_report | 49.9 | 418 | 0 | 3.00 |
[final cells by class]
class	count	area, sq um	share of cell area [%]
clock buffer	9	124	3.44
clock inverter	7	72.6	2.02
inverter	14	57.6	1.60
multi-input combinational	189	1220	34.1
sequential	63	1650	45.9
tap	99	124	3.44
timing repair buffer	37	342	9.50
[what timing repair did]
action | 4_1_cts | 5_1_grt
pin swaps | 1 | 4
setup buffers | 0 | 3
gates resized | 0 | 10
endpoints found under the setup margin | 2 | 17
cloned | 0 | 1
[worst max-delay path: stages (launching register included)]
cell     delay, ns
dfstp_2       0.37
or4_4         0.53
or4_4         0.56
or3_4         0.35
a21oi_2       0.13
[power breakdown]
part	switching (mW)	total, mW	internal [mW]
clock	0.512	1.09	0.576
sequential	0.0991	1.55	1.45
combinational	0.184	0.364	0.180
total	0.796	3.00	2.21
Power is estimated from default activity; no workload was simulated.
